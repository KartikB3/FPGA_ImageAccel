==> flow/design.v <==
module vending_machine(
    input clk,
    input rst,
    input [1:0]in,
    output reg out,
    output reg[1:0] change
);
parameter s0=2'b00;
parameter s1=2'b01;
parameter s2=2'b10;
reg[1:0] current_state,next_state;
always@(posedge clk)
    begin
        if(rst==1)
            begin
                current_state=0;
                next_state=0;
                change=2'b00;
            end
        else
            current_state=next_state;
        case(current_state)
            s0:
            if(in==0)
                begin
                    next_state=s0;
                    out=0;
                    change=2'b00;
                end
            else if(in==2'b01)
                begin
                    next_state=s1;
                    out=0;
                    change=2'b00;
                end
            else if(in==2'b10)
                begin
                    next_state=s2;
                    out=0;
                    change=2'b00;
                end
            s1:
            if(in==0)
                begin
                    next_state=s0;
                    out=0;
                    change=2'b01;
                end
            else if(in==2'b01)
                begin
                    next_state=s2;
                    out=0;
                    change=2'b00;
                end
            else if(in==2'b10)
                begin
                    next_state=s0;
                    out=1;
                    change=2'b00;
                end
            s2:
            if(in==0)
                begin
                    next_state=s0;
                    out=0;
                    change=2'b10;
                end
            else if(in==2'b01)
                begin
                    next_state=s0;
                    out=1;
                    change=2'b00;
                end
            else if(in==2'b10)
                begin
                    next_state=s0;
                    out=1;
                    change=2'b01;
                end
        endcase
    end
    endmodule 
==> flow/run.sh <==
#!/bin/bash
# OpenROAD 26Q1-2900-gdf79404cd8, Yosys 0.63+post, stock flow scripts
make -C /OpenROAD-flow-scripts/flow DESIGN_CONFIG=/design/flow/config.mk WORK_HOME=/design/flow/orfs finish
==> flow/config.mk <==
export PLATFORM = sky130hd
export DESIGN_NAME = vending_machine
export DESIGN_NICKNAME = vending_machine
export VERILOG_FILES = /design/flow/design.v
export SDC_FILE = /design/flow/constraint.sdc
export NUM_CORES = 4
export LEC_CHECK = 1
export CORE_AREA = 10 10 70 70
export DIE_AREA = 0 0 80 80
==> flow/constraint.sdc <==
current_design vending_machine

set clk_period 1.7
set clk_io_pct 0.2

create_clock -name clk0 -period $clk_period [get_ports {clk}]

set non_clock_inputs [all_inputs -no_clocks]
set_input_delay [expr $clk_period * $clk_io_pct] -clock clk0 $non_clock_inputs
set_output_delay [expr $clk_period * $clk_io_pct] -clock clk0 [all_outputs]
==> impl_metrics.tcl <==
# implementation run metrics
set metrics [dict create \
    netlist_instances 53 \
    route.antenna.diode_count 0 \
    crit_chain "clkdlybuf4s50_1, nand2b_4, inv_1, ha_2, nor3_2, nor4_2, o21ai_1, nand2_1" \
    setup_viol 0 \
    vias 446 \
    drv_cap 0 \
    swShare_pct 30.3 \
    ys.flops 5 \
    outcome "complete, no violations" \
    yosys-stat-cells 53 \
    ioPinCount 7 \
    clkLatencyLatePin_ns 0.24 \
    warnings 32 \
    synth_cell_types 23 \
    synth-seq-area-share_pct 24.3 \
    setup.worst_path.class "in -> reg" \
    period_needed_ns 1.59 \
    drive_gt1_share_pct 26.4 \
    leakage_nw 0.307 \
    synth_area_per_cell_um2 8.55 \
    htree_levels 1 \
    tightest_slew_ns 0.292 \
    hold_viol 0 \
    clock-sinks 5 \
    synth_warnings 1 \
    hpwl_um 909 \
    p_int_uw 305 \
    num_rows 21 \
    synth.cell_area_um2 453 \
    cp.arrival_ns 1.72 \
    cts_made_buffers 3 \
    tritoncts "done" \
    grt_antenna_before_repair 0 \
    coreArea_mm2 0.00342 \
    grt_start_max_net_pins 7 \
    timing.setup.tns_ns 0 \
    p_seq_share_pct 34.3 \
    wl_mm 1.10 \
    wl_per_cell_um 9.33 \
    pwr-share-comb_pct 34.6 \
    place_ws_ns -0.185 \
    cts_root_buffer "clkbuf_4" \
    switchingPower_uw 132 \
    slowest_delay_ns 0.50 \
    drc 0 \
    power_density_mw_per_mm2 641 \
    worstPathRequired_ns 1.83 \
    fp.dieW_um 80 \
    cp_num_buf_inv 2 \
    nFillCells 376 \
    finalCritPeriodShare_pct 93.4 \
    finalPower_uw 437 \
    gr-usage-all-layers_pct 3.44 \
    cp_top_family "buffers and inverters" \
    startpoint_type "input pin" \
    irDropWorstVdd_uv 189 \
    dp.cells 114 \
    hold-worst-slack_ns 0.509 \
    skew_ns 0.00195 \
    drt_iter0_drc 29 \
    gp_congestion 0.843 \
    postRouteAntennaNets 0 \
    path_max_fanout 4 \
    rsz0062_at_grt "false" \
    logic_area_um2 342 \
    finalNonFillerCells 118 \
    end_kind "flop" \
    area_delta_synth_final_pct 50.6 \
    initial_core_util_pct 13.3 \
    chip_area_mm2 0.00640 \
    seq_area_um2 110 \
    die_h_um 80 \
    grt_pass1_vias 417 \
    power_frac_clock_pct 31.1 \
    post_cts_buffers 0 \
    hp-class "reg -> reg" \
    relSlewSlack_pct 80.4 \
    grt_pass1_wl_mm 1.78 \
    overflow 0 \
    firstDrtPassIters 4 \
    ys_area_um2 453 \
    fmax_ghz 0.630 \
    clkSlewWorstSetupHoldPaths_ns 0.04 \
    port_buffers 6 \
    slew_violations 0 \
    crit_slowest_cell "clkdlybuf4s50_1" \
    viasPerCell 3.78 \
    cts_buffer_depth 2 \
    fin_ws_ns 0.113 \
]
synth_stat cells:
cell type  number  area (um^2)
ha_1            9          113
inv_1           5         18.8
dfxtp_1         4         80.1
nand2_1         4         15.0
o21ai_1         4         20.0
a21oi_1         3         15.0
nand3b_1        3         22.5
nor2_1          3         11.3
a31oi_1         2         12.5
nand2b_1        2         12.5
nand3_1         2         10.0
a21boi_1        1         7.51
a21o_1          1         7.51
a31o_1          1         8.76
and2b_1         1         7.51
edfxtp_1        1         30.0
nand2b_2        1         8.76
nor2_4          1         11.3
nor2b_1         1         6.26
nor3_1          1         5.00
nor3_2          1         10.0
nor4_2          1         12.5
o21a_1          1         7.51
logic make-up after synthesis:
logic type / after synthesis / synth area share, %
buffers and inverters: 5 / 4.14
AND-OR/OR-AND: 13 / 17.4
adder cells (fa/ha/maj): 9 / 24.9
flip-flops: 5 / 24.3
AND/OR/NAND/NOR: 21 / 29.3
power groups by stage:
stage	Sequential (mW)	Combinational [mW]	Clock, mW
CTS	0.146	0.144	0.141
finish	0.150	0.151	0.136
global route	0.152	0.167	0.150
per-layer routing:
layer / vias up / share of wire [%] / GRT usage, %
met5: - / 0 / 0
met4: 0 / 1.7 / 0.528
met3: 2 / 7.3 / 1.59
met2: 10 / 46 / 4.98
met1: 212 / 45 / 4.62
li1: 222 / - / -
stage by stage:
step                instance area, um^2  util [%]
floorplan                           453         -
global placement                    638      18.7
finish                              682      20.0
global route                        682      20.0
detailed placement                  638      18.7
CTS                                 664      19.5
tightest hold or removal path: stages (launching register included):
cell,delay [ns]
dfxtp_1,0.33
o21ai_1,0.08
nand2_1,0.05
cell usage in the layout, fill, tap and decap left out, drive strengths merged, types with 3 or more instances in the layout:
master         netlist  layout
buf                  0       9
ha                   9       9
clkdlybuf4s50        0       6
inv                  5       5
o21ai                4       4
nand2                4       4
dfxtp                4       4
nor2                 4       4
clkbuf               0       4
a21oi                3       3
nand3b               3       3
nand2b               3       3
final timing paths:
path | from | to | slack, ns | depth (start not counted)
max reg2reg | next_state[2]$_DFF_P_ | out$_DFFE_PP_ | 0.40 | 3
max | rst | next_state[2]$_DFF_P_ | 0.11 | 8
min reg2reg | next_state[2]$_DFF_P_ | next_state[2]$_DFF_P_ | 0.51 | 2
min | next_state[2]$_DFF_P_ | next_state[2]$_DFF_P_ | 0.51 | 2
flip-flops by register name (all words and copies together) (netlist names):
register	flops
next_state	2
change	2
out	1
area by class of cell:
class / instances / share of cell area, %
Timing Repair Buffer: 15 / 18.7
Inverter: 5 / 2.75
Sequential cell: 5 / 16.1
Clock buffer: 4 / 3.85
Multi-Input combinational cell: 43 / 50.1
Tap cell: 46 / 8.44
repair_timing:
item / 4_1_cts / 5_1_grt
endpoints found under the hold margin: 0 / 0
endpoints found under the setup margin: 0 / 4
hold buffers: 0 / 0
resized: 0 / 4
Power and IR drop assume default switching activity.
